### design.v
module opt3 (
    input clk,
    input rst_n,
    output reg ns_green,
    output reg n_left_green,
    output reg s_left_green,
    output reg ns_yellow,
    output reg n_red,
    output reg s_red,
    output reg ns_red,
    output reg ew_green,
    output reg e_left_green,
    output reg w_left_green,
    output reg ew_yellow,
    output reg e_red,
    output reg w_red,
    output reg ew_red
);
    localparam  S0_N_LEFT      = 3'd0,
                S1_S_LEFT      = 3'd1, 
                S2_NS_GREEN    = 3'd2,
                S3_NS_YELLOW   = 3'd3,
                S4_E_LEFT      = 3'd4,
                S5_W_LEFT      = 3'd5, 
                S6_EW_GREEN    = 3'd6,
                S7_EW_YELLOW   = 3'd7;
    reg [2:0] state;
    localparam  T_LEFT = 5'd10;
    localparam  T_GO   = 5'd31;
    localparam  T_YELLOW = 5'd5;
    reg [4:0] timer;
    always @(posedge clk or negedge rst_n) begin
        if (!rst_n) begin
            timer <= T_LEFT - 1;
            state <= S0_N_LEFT;
        end else if (timer == 0) begin
            case (state)
                S0_N_LEFT: begin state <= S1_S_LEFT; timer <= T_LEFT - 1; end
                S1_S_LEFT: begin state <= S2_NS_GREEN; timer <= T_GO - 1; end
                S2_NS_GREEN: begin state <= S3_NS_YELLOW; timer <= T_YELLOW - 1; end
                S3_NS_YELLOW: begin state <= S4_E_LEFT; timer <= T_LEFT - 1; end
                S4_E_LEFT: begin state <= S5_W_LEFT; timer <= T_LEFT - 1; end
                S5_W_LEFT: begin state <= S6_EW_GREEN; timer <= T_GO - 1; end
                S6_EW_GREEN: begin state <= S7_EW_YELLOW; timer <= T_YELLOW - 1; end
                S7_EW_YELLOW: begin state <= S0_N_LEFT; timer <= T_LEFT -1; end
                default : begin state <= S0_N_LEFT; timer <= T_LEFT - 1; end
            endcase
        end else if (timer > 0) timer <= timer -1 ;
    end
    always @(*) begin
        ns_green = 0;n_left_green = 0;s_left_green = 0;ns_yellow = 0;n_red = 0;s_red = 0;ns_red = 0;
        ew_green = 0;e_left_green = 0;w_left_green = 0;ew_yellow = 0;e_red = 0;w_red = 0;ew_red = 0;
        case (state)
            S0_N_LEFT:begin
                n_left_green = 1;
                s_red = 1;
                ew_red = 1;
                ns_red = 1;
            end 
            S1_S_LEFT:begin
                s_left_green = 1;
                n_red = 1;
                ew_red = 1;
                ns_red = 1;
            end 
            S2_NS_GREEN:begin
                ns_green = 1;
                ew_red = 1;
                n_red = 1;
                s_red = 1;
            end 
            S3_NS_YELLOW: begin
                ns_yellow = 1;
                ew_red = 1;
            end 
            S4_E_LEFT:begin
                e_left_green = 1;
                w_red = 1;
                ns_red = 1;
                ew_red = 1;
            end 
            S5_W_LEFT:begin
                w_left_green = 1;
                e_red = 1;
                ns_red = 1;
                ew_red = 1;
            end
            S6_EW_GREEN: begin
                ew_green = 1;
                ns_red = 1;
                e_red = 1;
                w_red = 1;
            end
            S7_EW_YELLOW: begin
                ew_yellow = 1;
                ns_red = 1;
            end
            default: begin
                n_left_green = 1;
                s_red = 1;
                ew_red = 1;
            end
        endcase 
    end
endmodule
### run.sh
#!/bin/bash
# OpenROAD 26Q1-2900-gdf79404cd8, Yosys 0.63+post, stock flow scripts
make -C /OpenROAD-flow-scripts/flow DESIGN_CONFIG=/design/flow/config.mk WORK_HOME=/design/flow/orfs finish
### config.mk
export PLATFORM = sky130hd
export DESIGN_NAME = opt3
export DESIGN_NICKNAME = opt3
export VERILOG_FILES = /design/flow/design.v
export SDC_FILE = /design/flow/constraint.sdc
export NUM_CORES = 4
export LEC_CHECK = 1
export CORE_AREA = 10 10 70 70
export DIE_AREA = 0 0 80 80
### constraint.sdc
current_design opt3

set clk_period 2.2
set clk_io_pct 0.2

create_clock -name clk0 -period $clk_period [get_ports {clk}]

set non_clock_inputs [all_inputs -no_clocks]
set_input_delay [expr $clk_period * $clk_io_pct] -clock clk0 $non_clock_inputs
set_output_delay [expr $clk_period * $clk_io_pct] -clock clk0 [all_outputs]
==> deck_impl_summary.md <==
Implementation Results

Logic synthesis
  – Avg Cell Area, Syn: 9.94 um2
  – Synth top area share: 28.5%
  – Mapped Cells: 53
  – Biggest area cells: dfrtp_1 29%, ha_1 17%, dfstp_2 10%
  – Yosys Instances: 53
  – Yosys chip area: 527 um2
  – Ys flops: 8
  – Largest area contributor in the netlist: dfrtp_1
  – Mapped Area: 527 um2
  – Seq/Total Area, Yosys: 38.5%
  – Syn. warnings: 1
  – Cell Type Count: 20

Power
  – Total Power: 263 uW
  – Pwr/cell area: 333 nW/um2
  – Max VDD drop: 0.000113 V
  – P_leak: 0.000318 uW

GRT
  – First-pass GRT wire length: 2.04 mm
  – Vias in the first global route: 419
  – GR Util All Layers: 3.99%
  – Total congestion overflow: 0
  – Pin count of the biggest net entering global routing: 16
  – Antenna violations before repair: 0

Worst setup path
  – RR Endpoint: state[2]
  – Crit path largest cell delay: 0.40 ns
  – Crit-path cells: inv_2 > ha_1 > nor2b_1 > or2_4 > clkdlybuf4s50_1
  – Crit path arrival time: 1.68 ns
  – Crit Path Max Fanout: 4
  – Worst Path Required: 1.76 ns
  – Reg2reg setup slack: 0.65 ns
  – Critical path class: reg -> out
  – Crit path to: s_red
  – Critical path startpoint category: flip-flop
  – Endpoint class of the critical path: output port
  – Reg2Reg Launch Point: timer[0]
  – Crit-path slowest cell: clkdlybuf4s50_1
  – Crit path launch: state[0]
  – Path depth of the worst reg2reg path: 5

Layout
  – P&R area growth vs syn: 49.9%
  – Final core utilization: 23.1%
  – Post-Layout Cell Count: 120
  – Top cell excl fill/tap: clkdlybuf4s50_1
  – Top Layout Cells: 15 x clkdlybuf4s50_1, 6 x ha_1, 5 x and2_1, 5 x dfrtp_1
  – Layout cell share with drive strength beyond 1: 21.6%

Placed design
  – Global placement routability congestion: 0.743
  – Final HPWL DP: 931 um
  – Port bufs: 15
  – Placed insts: 113
  – Post-place setup slack: 0.150 ns

Drt
  – Via/cell ratio: 3.53
  – Total vias in the final route: 423
  – # DRC: 0
  – WL per Instance: 10.2 um
  – Drt first pass iters: 3
  – Routed Antenna Nets: 0
  – Final WL: 1.22 mm
  – Ant. Diodes: 0
  – DRT iter0 DRCs: 20

Hold path
  – HP Class: in -> async

Final timing
  – Slew @ Worst Pin: 0.569 ns
  – Period utilisation layout: 96.5%
  – Worst setup margin: 0.0765 ns
  – Final Hold Viols: 0
  – Final setup vio count: 0
  – Slew HR: 61.9%
  – Clock skew: 0.00181 ns
  – RSZ-0062 raised after global routing: true
  – F_max: 0.471 GHz
  – Slew Limit Fails: 0
  – Final Critical Period: 2.12 ns

Die
  – FP Util: 15.4%
  – Die extent in y: 80 um
  – Die Footprint: 6400 um2
  – # IOs: 16
  – Core ar.: 3420 um2
  – Rows: 21
  – Die W: 80 um

Clocking
  – Skew-Pair Late Insertion Delay: 0.25 ns
  – Clock buffer depth: 2
  – Clk pin slew, worst setup/hold paths: 0.06 ns
  – Clk root buf: clkbuf_4
  – CTS sink cnt: 8
  – TritonCTS clock tree: done
  – CTS buffer count: 3
  – H-Tree Depth: 1
  – Hold_buf cts: 0

Run
  – Log Warnings: 31
  – Max-cap violations: 0

Outcome
  – Status: finished clean
cells by family after synthesis:
group           Yosys count  synth area share [%]
compound gates            5                  5.46
xor+xnor                  3                  4.99
fa+ha+maj                 7                  16.6
buf+inv                   7                  4.99
flops                     8                  38.5
mux                       3                  5.94
simple gates             20                  23.5
per-layer routing:
layer | track usage (%) | wire (um)
met5 | 0 | 0
met4 | 0.880 | 0
met3 | 2.16 | 116
met2 | 6.18 | 568
met1 | 4.75 | 534
registers in the layout (all words and copies together), names as in the netlist:
name,cells
state,3
timer,5
how the worst min path moves through the flow:
| stage | from | end | slack [ns] | cells after the start |
|---|---|---|---|---|
| 4_1_cts | rst_n | timer[2] | 0.47 | 1 |
| 5_1_grt | rst_n | state[0] | 0.48 | 1 |
| 6_report | rst_n | state[0] | 0.47 | 1 |
repair_timing:
item,in CTS,in global routing
endpoints found under the setup margin,2,2
setup buffers,2,2
resized,2,3
through the flow:
step | instance area, um2 | TNS [ns] | hold WS, ns
floorplan | 527 | 0 | 0.144
global placement | 731 | 0 | 0.569
detailed placement | 731 | 0 | 0.582
CTS | 769 | 0 | 0.467
global route | 790 | -0.0392 | 0.476
finish | 790 | 0 | 0.465
cell usage after synthesis:
library cell	count
ha_1	7
dfrtp_1	6
inv_1	6
and2_1	5
nor2_1	4
nor2b_1	4
nand2_1	3
xnor2_1	3
a21oi_1	2
dfstp_2	2
mux2i_1	2
a31oi_1	1
clkbuf_1	1
mux2_2	1
nand2b_1	1
nor3_1	1
nor4b_4	1
o21a_1	1
o21ai_0	1
or2_2	1
final cells by class:
type	instances	area (um2)
repair buffers	19	180
well taps	46	57.6
flip-flops and latches	8	204
clock buffers	3	22.5
multi-input cells	38	303
inverters	6	22.5
fillers	380	2630
critical path: cells and delay by family (launching register included):
kind                       cells  cell delay [ns]
and+or+nand+nor                2             0.39
DFF                            1             0.37
adders and majority gates      1             0.20
buffers and inverters          2             0.47
where the power goes:
group          internal [uW]  leakage [uW]  switching, uW
sequential               147     0.0000995              0
clock                   62.4     0.0000138           48.8
combinational           1.57      0.000204           2.68
total                    211      0.000318           51.5
Power is estimated from default activity; no workload was simulated.
