--- flow/constraint.sdc ---
current_design traffic_keke

set clk_period 2.2
set clk_io_pct 0.2

create_clock -name clk0 -period $clk_period [get_ports {clk}]

set non_clock_inputs [all_inputs -no_clocks]
set_input_delay [expr $clk_period * $clk_io_pct] -clock clk0 $non_clock_inputs
set_output_delay [expr $clk_period * $clk_io_pct] -clock clk0 [all_outputs]
--- flow/config.mk ---
export PLATFORM = sky130hd
export DESIGN_NAME = traffic_keke
export DESIGN_NICKNAME = traffic_keke
export VERILOG_FILES = /design/flow/design.v
export SDC_FILE = /design/flow/constraint.sdc
export NUM_CORES = 4
export LEC_CHECK = 1
export CORE_AREA = 10 10 70 70
export DIE_AREA = 0 0 80 80
--- flow/run.sh ---
#!/bin/bash
# OpenROAD 26Q1-2900-gdf79404cd8, Yosys 0.63+post, stock flow scripts
make -C /OpenROAD-flow-scripts/flow DESIGN_CONFIG=/design/flow/config.mk WORK_HOME=/design/flow/orfs finish
--- flow/design.v ---
module traffic_keke (
    input clk,
    input rst_n,
    output reg ns_green,
    output reg ns_left_green,
    output reg ns_yellow,
    output reg ns_red,
    output reg ew_green,
    output reg ew_left_green,
    output reg ew_yellow,
    output reg ew_red
);
    localparam  S0_NS_LEFT     = 3'd0,
                S1_NS_GREEN    = 3'd1,
                S2_NS_YELLOW   = 3'd2,
                S3_EW_LEFT     = 3'd3,
                S4_EW_GREEN    = 3'd4,
                S5_EW_YELLOW   = 3'd5;
    reg [2:0] state;
    localparam  T_LEFT = 5'd10;
    localparam  T_GO   = 5'd31;
    localparam  T_YELLOW = 5'd5;
    reg [4:0] timer;
    always @(posedge clk or negedge rst_n) begin
        if (!rst_n) begin
            timer <= T_LEFT - 1;
            state <= S0_NS_LEFT;
        end else if (timer == 0) begin
            case (state)
                S0_NS_LEFT: begin state = S1_NS_GREEN; timer = T_GO - 1; end
                S1_NS_GREEN: begin state = S2_NS_YELLOW; timer = T_YELLOW - 1; end
                S2_NS_YELLOW: begin state = S3_EW_LEFT; timer = T_LEFT - 1; end
                S3_EW_LEFT: begin state = S4_EW_GREEN; timer = T_GO - 1; end
                S4_EW_GREEN: begin state = S5_EW_YELLOW; timer = T_YELLOW -1; end
                S5_EW_YELLOW: begin state = S0_NS_LEFT; timer = T_LEFT - 1; end
                default : begin state = S0_NS_LEFT; timer = T_LEFT - 1; end
            endcase
        end else if (timer > 0) timer = timer -1 ;
    end
    always @(*) begin
        ns_green = 0;ns_left_green = 0;ns_yellow = 0;ns_red = 0;
        ew_green = 0;ew_left_green = 0;ew_yellow = 0;ew_red = 0;
        case (state)
            S0_NS_LEFT:begin
                ns_left_green = 1;
                ew_red = 1;
            end 
            S1_NS_GREEN:begin
                ns_green = 1;
                ew_red = 1;
            end 
            S2_NS_YELLOW:begin
                ns_yellow = 1;
                ew_red = 1;
            end 
            S3_EW_LEFT: begin
                ew_left_green = 1;
                ns_red = 1;
            end 
            S4_EW_GREEN:begin
                ew_green = 1;
                ns_red = 1;
            end 
            S5_EW_YELLOW:begin
                ew_yellow = 1;
                ns_red = 1;
            end
            default: begin
                ew_red = 1;
                ns_left_green = 1;
            end
        endcase 
    end
endmodule
==> deck_impl_summary.md <==
Run Summary

Run status
  – Status: finished, final reports clean

Place
  – Post-DP HPWL: 815 um
  – Final RePlAce weighted congestion: 0.749
  – Placed cells: 111
  – Buffers on Ports: 9
  – Pre-CTS WS: 0.326 ns

Timing
  – Min Tclk post-route: 2.04 ns
  – Worst hold slack: 0.506 ns
  – Max Freq: 491 MHz
  – Setup TNS: 0 ns
  – Slew @ Worst Pin: 0.499 ns
  – RSZ-0062 raised after global routing: false
  – Max_slew headroom: 0.666
  – Final setup viols: 0
  – Max Slew Vio Count: 0
  – Hold Vio Cnt, Final: 0
  – Final worst slack: 0.164 ns
  – Worst Skew: 0.00470 ns
  – Period utilisation layout: 0.925

Clock network
  – CTS tree: yes
  – Clock insertion delay at the later pin of the skew report: 0.26 ns
  – CTS Sinks: 11
  – CTS Buf Count: 3
  – Hold Buf Count CTS: 0
  – Root buffer cell: clkbuf_4
  – CTS HTree Levels: 1
  – Bufs on Longest Clock Path: 2
  – Clock slew at reported path FFs: 0.07 ns

Drt
  – Metal2 WL: 440 um
  – Via density: 3.57
  – Max Used Layer: met4
  – DRC: 0
  – DRT met1 WL: 552 um
  – # diodes: 0
  – Drt pass-1 iters: 3
  – Wirelength per Cell: 9.69 um
  – Via count: 414
  – Final WL: 1.12 mm
  – Final ANT Viol Nets: 0
  – Met3 Wirelength: 120 um
  – Iteration-0 DRC Markers: 11

Critical path
  – Max FO, Critical Path: 5
  – CP Capture Type: output pin
  – Crit start category: register
  – Crit path required time: 1.76 ns
  – Arr. time, crit path: 1.60 ns
  – Crit path kind: reg2out
  – CP Launch Point: state[1]
  – RR Startpoint: timer[0]

Global route
  – Initial antenna violation count: 0
  – GRT overflow: 0
  – Global-route wire length before repair: 1.95 mm
  – Vias in the first global route: 446
  – Total GRT Usage: 0.0372
  – Largest net degree at the start of global routing: 12

Floorplan
  – Die Span Y: 80 um
  – IO Count: 10
  – Pre-Place Util: 0.157
  – Die Wd: 80 um
  – Die ar.: 0.00640 mm^2
  – Area of the core: 0.00342 mm^2
  – Row count: 21

Cells and area
  – Ratio of cells with drive above 1 in the final layout: 0.214
  – Filler cells: 382
  – Fin cells: 116
  – Area grow syn2layout: 36.8%

Yosys
  – Unique cell types: 22
  – Ys flops: 11
  – Chip Area, Yosys: 537 um^2
  – Syn. warnings: 1
  – Post-Syn Area per Cell: 9.76 um^2
  – Post-Syn Area: 537 um^2
  – Post-synthesis sequential area ratio: 0.520
  – Post-synthesis cell count: 55
  – Cells in synth_stat.txt: 55

Run
  – Max Cap Viol: 0
  – OpenROAD warning count: 25

Power
  – Peak supply drop: 0.000242 V
  – Leak Pwr: 0.318 nW
  – P per Cell Area: 470 mW/mm^2

Hold path
  – Hold WC Path Type: in2async
[placed cells by master (no fill, tap or decap)]
cell              n
nor3_2            1
nor4b_1           1
o21bai_1          1
nand2_1          18
nor3b_1           1
clkbuf_1          1
buf_4             3
mux2_2            1
xnor2_1           1
nor2_1            4
a22o_1            1
ha_1              1
inv_1             4
dfrtp_1           8
clkdlybuf4s50_1   8
nor4_2            1
or4b_4            1
nor3_4            1
a21oi_1           2
a211oi_1          1
nor2b_1           1
dfstp_2           3
nor4_1            1
or3_4             1
clkbuf_4          3
dlymetal6s2s_1    1
[cells by family after synthesis]
family,synth area share
AND-OR/OR-AND,0.0630
XOR/XNOR,0.0163
adder cells (fa/ha/maj),0.0233
buffers and inverters,0.0489
flip-flops,0.520
multiplexers,0.0210
AND/OR/NAND/NOR,0.308
[routing by layer]
layer / vias to the layer above / track usage
li1: 210 / -
met1: 192 / 0.0478
met2: 10 / 0.0498
met3: 2 / 0.0273
met4: 0 / 0.00528
met5: - / 0
[cell usage after synthesis]
master / number / area share
ha_1: 1 / 0.023
nor2b_1: 1 / 0.012
or3_1: 1 / 0.012
a21oi_1: 2 / 0.019
dfstp_2: 3 / 0.15
nor4_1: 1 / 0.012
nor2_1: 4 / 0.028
mux2_2: 1 / 0.021
inv_1: 4 / 0.028
nor4b_1: 1 / 0.016
a211oi_1: 1 / 0.014
dfrtp_1: 8 / 0.37
nand2_1: 18 / 0.13
buf_6: 1 / 0.021
nor3_1: 1 / 0.0093
o21bai_1: 1 / 0.014
a22o_1: 1 / 0.016
or4b_4: 1 / 0.026
nor3b_1: 1 / 0.014
xnor2_1: 1 / 0.016
nor4_2: 1 / 0.023
nor3_4: 1 / 0.030
[registers in the layout, summed over array words and instances (netlist names)]
name and cells:
state 6, timer 5
[final cells by class]
class / instances / area, um^2 / share of cell area
Tap cell: 46 / 57.6 / 0.0784
Multi-Input combinational cell: 39 / 241 / 0.329
Inverter: 4 / 15.0 / 0.0204
Sequential cell: 11 / 279 / 0.380
Timing Repair Buffer: 12 / 115 / 0.157
Clock buffer: 4 / 26.3 / 0.0358
[worst paths after layout]
check | to | slack, ns | depth (start not counted)
worst max-delay path | ew_red | 0.16 | 3
worst min-delay path | timer[2] | 0.51 | 1
worst max register to register | timer[3] | 0.53 | 5
worst min register to register | state[0] | 0.51 | 2
max in group asynchronous | timer[3] | 1.33 | 1
min in group clk0 | state[0] | 0.51 | 2
[what timing repair did]
action | 4_1_cts | 5_1_grt
endpoints found under the hold margin | 0 | 0
buffers inserted | 0 | 1
gates resized | 0 | 3
endpoints found under the setup margin | 0 | 1
[through the flow]
| stage | power [W] | util | instance area, um^2 |
|---|---|---|---|
| after global placement | 0.000212 | 0.201 | 688 |
| after global routing | 0.000364 | 0.215 | 734 |
| final | 0.000346 | 0.215 | 734 |
| after CTS | 0.000350 | 0.209 | 714 |
| after detailed placement | 0.000212 | 0.201 | 688 |
| after floorplan | 0.000206 | - | 537 |
[worst max-delay path: stages, from the launching register on]
cell and delay (ns):
dfrtp_1 0.42, or3_4 0.39, inv_1 0.06, clkdlybuf4s50_1 0.45
[power by group]
part / switching, W / internal [W]
clock: 0.0000678 / 0.0000700
combinational: 0.00000381 / 0.00000156
sequential: 0 / 0.000202
Power figures rest on the tool's default switching activity, not on a simulated workload.
