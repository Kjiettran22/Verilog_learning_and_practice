==> ./run.sh <==
#!/bin/bash
# OpenROAD 26Q1-2900-gdf79404cd8, Yosys 0.63+post, stock flow scripts
make -C /OpenROAD-flow-scripts/flow DESIGN_CONFIG=/design/flow/config.mk WORK_HOME=/design/flow/orfs finish
==> ./constraint.sdc <==
current_design traffic

set clk_period 3.2
set clk_io_pct 0.2

create_clock -name clk0 -period $clk_period [get_ports {clk}]

set non_clock_inputs [all_inputs -no_clocks]
set_input_delay [expr $clk_period * $clk_io_pct] -clock clk0 $non_clock_inputs
set_output_delay [expr $clk_period * $clk_io_pct] -clock clk0 [all_outputs]
==> ./config.mk <==
export PLATFORM = sky130hd
export DESIGN_NAME = traffic
export DESIGN_NICKNAME = traffic
export VERILOG_FILES = /design/flow/design.v
export SDC_FILE = /design/flow/constraint.sdc
export NUM_CORES = 4
export LEC_CHECK = 1
export CORE_UTILIZATION = 40
==> ./design.v <==
module traffic (
    input  clk,
    input  rst_n,
    input  [1:0] push1,
    input  push2,
    output reg [7:0] cnt,
    output reg n_left_green,
    output reg s_left_green,
    output reg e_left_green,
    output reg w_left_green,
    output reg n_left_red,
    output reg s_left_red,
    output reg e_left_red,
    output reg w_left_red,
    output reg ns_yellow,
    output reg ew_yellow,
    output reg ns_green,
    output reg ew_green,
    output reg ns_red,
    output reg ew_red
);
    localparam S_INIT        = 8'd0;
    localparam S_DELAY       = 8'd1;
    localparam S0_N_LEFT     = 8'd2;
    localparam S1_S_LEFT     = 8'd3;
    localparam S2_NS_GREEN   = 8'd4;
    localparam S3_NS_YELLOW  = 8'd5;
    localparam S4_E_LEFT     = 8'd6;
    localparam S5_W_LEFT     = 8'd7;
    localparam S6_EW_GREEN   = 8'd8;
    localparam S7_EW_YELLOW  = 8'd9;
    reg [7:0] state, next_state;
    reg [7:0] state_delay;
    reg [7:0] T_LEFT, T_GO, T_YELLOW;
    localparam T_DELAY = 8'd30;
    reg load;
    reg [7:0] time_value;
    wire done;
    always @(posedge clk or negedge rst_n) begin
        if (!rst_n)
            cnt <= 0;
        else if (load)
            cnt <= time_value;
        else if (cnt > 0)
            cnt <= cnt - 1;
    end
    assign done = (cnt == 0);
    always @(posedge clk or negedge rst_n) begin
        if (!rst_n) begin
            T_LEFT   <= 8'd15;
            T_GO     <= 8'd25;
            T_YELLOW <= 8'd5;
        end else begin
            case (push1)
                2'b00: begin T_LEFT<=8'd15; T_GO<=8'd25; T_YELLOW<=8'd5; end
                2'b01: begin T_LEFT<=8'd25; T_GO<=8'd45; T_YELLOW<=8'd5; end
                2'b10: begin T_LEFT<=8'd35; T_GO<=8'd60; T_YELLOW<=8'd5; end
                default: begin T_LEFT<=8'd15; T_GO<=8'd25; T_YELLOW<=8'd5; end
            endcase
        end
    end
    reg push2_flag;
    always @(posedge clk or negedge rst_n) begin
        if (!rst_n) begin
            push2_flag = 0;
        end else if (push2 && state != S_DELAY) begin
            push2_flag = 1;
        end else if(state == S_DELAY) begin
            push2_flag = 0;
        end
    end
    always @(posedge clk or negedge rst_n) begin
        if (!rst_n) begin
            state <= S_INIT;
        end else begin
            state <= next_state;
        end
    end
    always @(*) begin
        next_state = state;
        load = 0;
        time_value = 0;
        n_left_green = 0; s_left_green = 0;
        e_left_green = 0; w_left_green = 0;
        n_left_red   = 0; s_left_red   = 0;
        e_left_red   = 0; w_left_red   = 0;
        ns_green = 0; ew_green = 0;
        ns_yellow = 0; ew_yellow = 0;
        ns_red = 0; ew_red = 0;
        case (state)
            S_INIT: begin
                load = 1;
                time_value = T_LEFT;
                next_state = S0_N_LEFT;
            end
            S_DELAY: begin
                ns_red = 1;
                ew_red = 1;
                if (done) begin
                    load = 1; 
                    case (state_delay)
                        S0_N_LEFT: begin next_state = S1_S_LEFT; time_value = T_LEFT; end
                        S1_S_LEFT: begin next_state = S2_NS_GREEN; time_value = T_GO; end
                        S2_NS_GREEN: begin next_state = S3_NS_YELLOW; time_value = T_YELLOW; end
                        S3_NS_YELLOW: begin next_state = S4_E_LEFT; time_value = T_LEFT; end
                        S4_E_LEFT: begin next_state = S5_W_LEFT; time_value = T_LEFT; end
                        S5_W_LEFT: begin next_state = S6_EW_GREEN; time_value = T_GO; end
                        S6_EW_GREEN: begin next_state = S7_EW_YELLOW; time_value = T_YELLOW; end
                        S7_EW_YELLOW: begin next_state = S0_N_LEFT; time_value = T_LEFT; end
                    endcase
                end
            end
            S0_N_LEFT: begin
                n_left_green = 1;
                s_left_red = 1;
                ew_red = 1;
                if (done) begin
                        load = 1;
                        if (push2_flag) begin
                            state_delay = S1_S_LEFT;
                            time_value = T_DELAY;
                            next_state = S_DELAY;
                        end else begin
                        time_value = T_LEFT;
                        next_state = S1_S_LEFT;
                    end
                end
            end
            S1_S_LEFT: begin
                s_left_green = 1;
                n_left_red = 1;
                ew_red = 1;
                if (done) begin
                        load = 1;
                        if (push2_flag) begin
                            state_delay = S2_NS_GREEN;
                            time_value = T_DELAY;
                            next_state = S_DELAY;
                        end else begin
                        time_value = T_GO;
                        next_state = S2_NS_GREEN;
                    end
                end
            end
            S2_NS_GREEN: begin
                ns_green = 1;
                ew_red = 1;
                if (done) begin
                        load = 1;
                        if (push2_flag) begin
                            state_delay = S3_NS_YELLOW;
                            time_value = T_DELAY;
                            next_state = S_DELAY;
                        end else begin
                        time_value = T_YELLOW;
                        next_state = S3_NS_YELLOW;
                    end
                end
            end
            S3_NS_YELLOW: begin
                ns_yellow = 1;
                ew_red = 1;
                if (done) begin
                        load = 1;
                        if (push2_flag) begin
                            state_delay = S4_E_LEFT;
                            time_value = T_DELAY;
                            next_state = S_DELAY;
                        end else begin
                        time_value = T_LEFT;
                        next_state = S4_E_LEFT;
                    end
                end 
            end
            S4_E_LEFT: begin
                e_left_green = 1;
                w_left_red = 1;
                ns_red = 1;
                if (done) begin
                        load = 1;
                        if (push2_flag) begin
                            state_delay = S5_W_LEFT;
                            time_value = T_DELAY;
                            next_state = S_DELAY;
                        end else begin
                        time_value = T_LEFT;
                        next_state = S5_W_LEFT;
                end
            end
            end
            S5_W_LEFT: begin
                w_left_green = 1;
                e_left_red = 1;
                ns_red = 1;
                if (done) begin
                        load = 1;
                        if (push2_flag) begin
                            state_delay = S6_EW_GREEN;
                            time_value = T_DELAY;
                            next_state = S_DELAY;
                        end else begin
                        time_value = T_GO;
                        next_state = S6_EW_GREEN;
                    end
                end
            end
            S6_EW_GREEN: begin
                ew_green = 1;
                ns_red = 1;
                if (done) begin
                        load = 1;
                        if (push2_flag) begin
                            state_delay = S7_EW_YELLOW;
                            time_value = T_DELAY;
                            next_state = S_DELAY;
                        end else begin
                        time_value = T_YELLOW;
                        next_state = S7_EW_YELLOW;
                    end
                end
            end
            S7_EW_YELLOW: begin
                ew_yellow = 1;
                ns_red = 1;
                if (done) begin
                        load = 1;
                        if (push2_flag) begin
                            state_delay = S0_N_LEFT;
                            time_value = T_DELAY;
                            next_state = S_DELAY;
                        end else begin
                        time_value = T_LEFT;
                        next_state = S0_N_LEFT;
                    end
                end
            end
        endcase
    end
endmodule
==> impl.org <==
#+TITLE: Flow metrics

** STA
- Endpoints left unconstrained :: 4
- The final layout reports a setup TNS of 0 ns.
- Headroom to the max-slew limit came out at 0.518.
- The end-of-flow timing check tallies setup violations at 0.
- The highest clock rate this design can be run at is 374 MHz.
- The clock period could shrink to 2.67 ns.
- On the final layout, the worst hold slack is between 0.5 and 0.6 ns.
- The final timing report lists a max-slew violation count of 0.
- Portion of the clock cycle consumed by the worst path in the final layout :: 0.836
- Endpoints failing hold in the final report were tallied at 0.
- Setup repair after global routing missed its margin :: false
- Count of unclocked register or latch pins :: 4
- Clock skew :: 0.00305 ns
- For the pin with the worst max-slew slack, the measured transition is 0.716 ns.

** CTS
- Clock tree synthesis inserted a total of 3 buffers.
- The skew report gives the latency at the later pin of the worst-skew pair as about 0.27 ns.
- The report lists the number of cells resized after CTS as 0.
- Count of H-tree levels built during CTS :: 1
- Clk root buf :: sky130_fd_sc_hd__clkbuf_8
- On the reported timing paths, the clock transition at the registers reads 0.09 ns.
- Count of buffers added by post-CTS timing repair for setup :: 0
- Cts hold-fix bufs :: 0
- Per the CTS log, the buffer count on the longest clock path is 2.
- Clock tree from TritonCTS :: yes

** Placed design
- The placement stage leaves a total instance area of roughly 2000 sq um.
- After its last routability iteration, the placer logged a weighted congestion of ~0.91.
- Post-detailed-placement half-perimeter wirelength :: 3110 microns
- Count of buffers from port buffering :: 26

** Synth
- For this run, the number of Yosys warnings is 1.
- Register bit count reported by yosys :: 29
- Library cell with the highest instance count after synthesis :: sky130_fd_sc_hd__dfrtp_1
- Summing every instance area after synthesis gives 1760 sq um.
- EDFF count, synth :: 0
- Dominant register cell in the synthesized netlist :: sky130_fd_sc_hd__dfrtp_1
- Share of the synthesized area in the top cell type :: 0.298
- Looking at area per cell type in the netlist, the leader is sky130_fd_sc_hd__dfrtp_1.
- Cells after synthesis :: 197
- Top cells by area :: sky130_fd_sc_hd__dfrtp_1, sky130_fd_sc_hd__dfstp_2, sky130_fd_sc_hd__ha_1
- In the synthesis report, Yosys lists the chip area as between 1500 and 2000 sq um.
- Mean area per synthesized cell :: 8.94 sq um
- For reference, the top cells by count after synthesis are sky130_fd_sc_hd__dfrtp_1, sky130_fd_sc_hd__nand2_1, sky130_fd_sc_hd__nor2_1, sky130_fd_sc_hd__nor3_1, sky130_fd_sc_hd__a21oi_1.
- Share of synthesized registers carrying an async set or reset :: 0.862
- Ys cells :: 197
- Number of different library cells in the post-synthesis netlist :: 56

** Detailed routing
- DRC violation count after routing :: 0
- In this run, the number of DRC markers left after iteration 0 of detailed routing was 88.
- Via count :: ~1,500
- Sum of routed wire length over all layers :: 4320 microns
- The pre-antenna-repair detailed-routing pass consisted of 4 iterations.
- Antenna-violating nets left :: 0
- The final antenna diode tally reported by the flow is 0.
- Average wire per standard cell :: 16.5 microns
- Via density per instance :: 5.83

** Floorplanning
- In this run the standard cell core region covers 4120 sq um.
- According to the floorplan log, the row count is 23.
- 27 I/O pins were placed.
- According to the floorplan report, the die height is 68.4 microns.
- Chip Footprint :: 4670 sq um
- Initial Util :: 0.428
- The die is approximately 68 microns wide.

** GRT
- Total track usage :: 0.208
- Number of global-route vias before repair :: roughly 1,400
- Global route total overflow :: 0
- The first global-routing pass estimated 7060 microns of wire.
- Largest net degree at the start of global routing :: 26
- Initial antenna violation count :: 0

** Final layout
- In this run the layout overhead on the synthesized area is reported as 15.3%.
- Core utilization of the finished layout :: 0.494
- Fraction of final layout cells sized beyond drive strength 1 :: 0.0991
- Summing all non-filler instances in the final layout gives an area of 2030 sq um.

** Pwr
- In this run the static leakage power is 0.000817 uW.
- Max rail drop VDD :: 0.477 mV
- Total power :: 1520 uW
- Power per unit of standard cell area :: between 700 and 800 nW/um^2

** Critical path
- STA lists the maximum fanout along the critical path as 10.
- The worst setup path is launched from a flip-flop.
- Arr. time, crit path :: 2.03 ns
- Looking at the setup timing report, the critical path kind is flip-flop to output pin.
- Required time of the critical path :: 2.56 ns
- Sort of element at the end of the critical path :: output pin

** Hold path
- The type recorded for the worst min-delay path is flip-flop to flip-flop.

** Outcome
- Outcome :: completed

** Flow run
- Count of warning messages emitted by the tools :: 29
- Max-capacitance violation count :: 0
## sequential cells by signal, summed over array words and instances (netlist names)
| signal | count |
|---|---|
| T_GO | 1 |
| T_LEFT | 5 |
| cnt | 8 |
| push2_flag | 1 |
| state | 10 |
| state_delay | 4 |
## path summary, 6_finish.rpt
| kind | from | endpoint | cells past startpoint | slack (ns) |
|---|---|---|---|---|
| setup / recovery | state[9] | ns_red | 3 | 0.53 |
| hold / removal | cnt[7] | cnt[7] | 2 | 0.58 |
| setup reg to reg | cnt[2] | state[7] | 4 | 0.96 |
| hold reg to reg | cnt[7] | cnt[7] | 2 | 0.58 |
| max in group asynchronous | rst_n | state[0] | 2 | 2.17 |
| min in group asynchronous | rst_n | cnt[0] | 2 | 0.73 |
## worst max-delay path, stage by stage (launching register included)
cell and delay (ns):
sky130_fd_sc_hd__dfrtp_1 0.49, sky130_fd_sc_hd__or2_2 0.32, sky130_fd_sc_hd__or4_2 0.53, sky130_fd_sc_hd__clkdlybuf4s50_1 0.42
## logic make-up after synthesis
family | Yosys count | synth area share
adders and majority gates | 6 | 0.0426
buffers and inverters | 28 | 0.0852
and+or+nand+nor | 70 | 0.220
latches | 4 | 0.0341
DFF | 25 | 0.358
muxes | 3 | 0.0185
xor gates and xnor gates | 5 | 0.0249
other | 1 | 0.00213
AOI/OAI and AO/OA | 55 | 0.214
## power by group
| group | internal [uW] | switching, uW |
|---|---|---|
| clock | 89.3 | 107 |
| sequential | 428 | 258 |
| combinational | 355 | 279 |
## layout by cell type, fill, tap and decap left out, types with 2 or more instances in the layout
master,n
sky130_fd_sc_hd__nand2_1,15
sky130_fd_sc_hd__o21bai_1,2
sky130_fd_sc_hd__dfrtp_1,21
sky130_fd_sc_hd__clkdlybuf4s50_1,26
sky130_fd_sc_hd__xnor2_1,4
sky130_fd_sc_hd__nand3_1,3
sky130_fd_sc_hd__o311ai_0,3
sky130_fd_sc_hd__nor3_1,14
sky130_fd_sc_hd__inv_1,11
sky130_fd_sc_hd__a221oi_1,2
sky130_fd_sc_hd__dlxtn_1,4
sky130_fd_sc_hd__clkbuf_8,3
sky130_fd_sc_hd__a21oi_1,13
sky130_fd_sc_hd__nor2b_1,3
sky130_fd_sc_hd__mux2_2,2
sky130_fd_sc_hd__o31ai_1,3
sky130_fd_sc_hd__nor2_1,14
sky130_fd_sc_hd__nand2b_1,4
sky130_fd_sc_hd__a32oi_1,2
sky130_fd_sc_hd__o21ai_0,12
sky130_fd_sc_hd__ha_1,6
sky130_fd_sc_hd__a221o_1,2
sky130_fd_sc_hd__or4_4,2
sky130_fd_sc_hd__dfstp_2,4
sky130_fd_sc_hd__o22ai_1,7
## metal layers
layer  vias to the layer above  track usage  part of all wire
li1                        742            -                 -
met1                       724        0.337              0.48
met2                        60        0.309              0.43
met3                         2       0.0338             0.078
met4                         0       0.0156            0.0039
met5                         -            0                 0
## through the flow
stage | instances | setup WS, ns
finish | 262 | 0.525
global route | 262 | 0.446
CTS | 262 | 0.520
detailed placement | 258 | 0.824
global placement | 258 | 0.849
floorplan | 197 | 1.25
## layout make-up
cell class                      instances  area [sq um]
Clock buffer                            4          45.0
Fill cell                             401          2080
Inverter                               12          45.0
Multi-Input combinational cell        140           921
Sequential cell                        29           691
Tap cell                               50          62.6
Timing Repair Buffer                   27           268
Power is estimated from default activity; no workload was simulated.
